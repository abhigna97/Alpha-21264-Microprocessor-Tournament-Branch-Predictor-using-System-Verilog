===== flow/config.mk =====
export PLATFORM = sky130hd
export DESIGN_NAME = ReferenceCounter
export DESIGN_NICKNAME = ReferenceCounter
export VERILOG_FILES = /design/flow/design.v
export SDC_FILE = /design/flow/constraint.sdc
export NUM_CORES = 4
export LEC_CHECK = 1
export CORE_AREA = 10 10 77 77
export DIE_AREA = 0 0 87 87

===== flow/constraint.sdc =====
current_design ReferenceCounter

set clk_period 1.9
set clk_io_pct 0.2

create_clock -name clk0 -period $clk_period [get_ports {clock}]

set non_clock_inputs [all_inputs -no_clocks]
set_input_delay [expr $clk_period * $clk_io_pct] -clock clk0 $non_clock_inputs
set_output_delay [expr $clk_period * $clk_io_pct] -clock clk0 [all_outputs]

===== flow/design.v =====
module ReferenceCounter(clock,reset,PC,ActualBranch,PredictedBranch);
input logic clock,reset,ActualBranch;
input logic [9:0] PC;
output logic PredictedBranch;
logic count=0;
logic PR;
logic [9:0] PCprev;
 assign PredictedBranch = PR;
always_ff@(posedge clock, posedge reset) begin
if(reset) begin
PR<=0;
count<=0;
end 
else begin 
unique case(count)
0: begin
 if(PC<=PCprev) PR<=1;
else PR<=0;
  count<=1;
end
1: begin
count<=0;
PCprev<=PC;
end
endcase
end
end
endmodule

===== flow/run.sh =====
#!/bin/bash
# OpenROAD 26Q1-2900-gdf79404cd8, Yosys 0.63+post, stock flow scripts
make -C /OpenROAD-flow-scripts/flow DESIGN_CONFIG=/design/flow/config.mk WORK_HOME=/design/flow/orfs finish

==> flow_metrics.py <==
# Generated from Yosys and OpenROAD reports
metrics = {
    "yosys": {
        "yosys-top-cells-count": "inv_1 (14), edfxtp_1 (10), ha_1 (10)",
        "synth_area_per_cell_um2": 12.13,
        "compound_area_share_pct": 10.91,
        "syn-cell-area_um2": 630.6,
        "simple_gate_area_share_pct": 5.357,
        "top_area_cell": "edfxtp_1",
        "edf_count": 10,
        "yosysMostFrequentCell": "inv_1",
        "synth_async_sr_flop_share_pct": 16.67,
        "ys_sh_xor_pct": 0,
        "topCombFamilyByArea": "adder cells",
        "yosysCellCount": 52,
        "fa_ha_area_share_pct": 19.84,
        "synth-area-yosys_um2": 630.6,
        "synth_top_area_share_pct": 47.62,
        "synth.area.mux_share_pct": 0,
        "ys.flop_type": "edfxtp_1",
        "yosysWarnings": 1,
        "synth_flops": 12,
        "top_cells_by_area": "edfxtp_1 (48%), ha_1 (20%), inv_1 (8.3%)",
        "ys_types": 15,
        "ys_seq_share_pct": 55.56,
        "syn-instance-count": 52,
    },
    "clocking": {
        "htreeDepth": 1,
        "cts_inserted_buffers": 3,
        "cts_sinks": 12,
        "clkLatencyLatePin_ps": 240,
        "post_cts_buffers": 0,
        "cts_hold_buf": 0,
        "clockBufferDepth": 2,
        "cts_resized": 0,
        "cts-root-buf": "clkbuf_8",
        "cts_tree": "yes",
        "clk_pin_slew_ps": 50,
    },
    "place": {
        "placed_cell_area_um2": 838.3,
        "gp_congestion": 0.7520,
        "hpwl_um": 922.4,
        "port_buffers": 12,
    },
    "floorplan": {
        "die_area_um2": 7569,
        "die.size.x_um": 87,
        "core_um2": 4354,
        "fp_util_pct": 14.48,
        "die_h_um": 87,
        "fp-row-count": 24,
        "num_io_pins": 14,
    },
    "status": {
        "status": "finished, final reports clean",
    },
    "final_timing": {
        "drv_slew": 0,
        "clock.fmax_ghz": 0.5601,
        "finalClockSkew_ps": 2.542,
        "fin_tns_setup_ps": 0,
        "period_needed_ps": 1785,
        "setup_viol": 0,
        "final_hold_viol_count": 0,
        "tightest_slew_ps": 334.5,
        "relSlewSlack_pct": 77.64,
        "hold_slack_ps": 323.4,
        "rsz0062_at_grt": "false",
        "fin_crit_sh_pct": 93.97,
    },
    "global_routing": {
        "grt_pass1_wl_um": 1849,
        "grt_usage_pct": 3.183,
        "grt_max_degree": 11,
        "grt_antenna_before_repair": 0,
        "grt-ovfl-total": 0,
        "grt_pass1_vias": 415,
    },
    "worst_setup_path": {
        "ff2ff_path_depth": 6,
        "cp-start-kind": "input pin",
        "arrival_ps": 1960,
        "cp-end-kind": "register",
        "reg2reg_from": "PCprev[3]$_DFFE_PP_",
        "rrSetupSlack_ps": 380,
        "crit_type": "in2reg",
        "rr_endpoint": "PR$_DFFE_PP0N_",
        "critPathRequiredTime_ps": 2080,
        "cp_max_fo": 2,
    },
    "drt": {
        "drt_pass1_iterations": 2,
        "drt.antenna.violating_nets": 0,
        "vias_per_cell": 3.366,
        "drt_iter0_markers": 11,
        "diodes": 0,
        "routed_wl_um": 1097,
        "drc": 0,
        "num_vias": 414,
        "post_drt_wl_per_cell_um": 8.919,
    },
    "layout": {
        "fin_area_um2": 893.4,
        "final_util_pct": 20.52,
        "num-fill-cells": 461,
        "drive_gt1_share_pct": 12.68,
        "syn_to_final_growth_pct": 41.67,
    },
    "job": {
        "maxCapViolCount": 0,
        "warning_count": 26,
    },
    "pwr": {
        "power_leakage_nw": 0.3786,
        "total_power_w": 0.0006565,
        "peakVddDrop_v": 0.0006284,
        "cellPowerDensity_nw_per_um2": 734.9,
    },
    "min_path": {
        "hp-class": "in2async",
    },
}
critical path, stage by stage:
cell and delay (ps):
clkdlybuf4s50_1 440, ha_1 330, a21oi_2 140, o21ai_1 80, a2111oi_1 400, o22a_1 190
cells in the final DEF (no fill, tap or decap), drive strengths merged:
cell / synthesis / final
inv: 14 / 14
clkdlybuf4s50: 0 / 12
edfxtp: 10 / 10
ha: 10 / 10
clkbuf: 0 / 4
buf: 0 / 3
dfrtp: 2 / 2
nand4: 2 / 2
nand2: 2 / 2
a21oi: 2 / 2
a211oi: 2 / 2
nor2: 2 / 2
o21ai: 2 / 2
nand2b: 1 / 1
a2111oi: 1 / 1
o31ai: 1 / 1
o22a: 1 / 1
report_power, final:
group	internal [W]	leakage [nW]	total, W	switching [W]
clock	0.000182	0.0288	0.000269	0.0000866
sequential	0.000299	0.115	0.000303	0.00000401
combinational	0.0000499	0.234	0.0000839	0.0000340
kinds of logic after synthesis:
| kind of cell | Yosys count |
|---|---|
| compound gates | 9 |
| flops | 12 |
| buf+inv | 14 |
| fa+ha+maj | 10 |
| simple gates | 7 |
area by class of cell:
| class | count | area (um^2) | share of cell area, % |
|---|---|---|---|
| flip-flops and latches | 12 | 350.3 | 39.22 |
| multi-input cells | 26 | 227.7 | 25.49 |
| repair buffers | 15 | 142.6 | 15.97 |
| well taps | 52 | 65.06 | 7.283 |
| clock buffers | 4 | 55.05 | 6.162 |
| inverters | 14 | 52.55 | 5.882 |
metal layers:
metal	track usage, %	vias up	routed length (um)
met2	3.997	12	446
met5	0	-	0
li1	-	219	-
met1	4.687	181	569
met4	0.2946	0	8
met3	1.887	2	72
worst max path at each step:
stage | startpoint | to | slack [ps] | depth (start not counted)
final | PC[3] | PR$_DFFE_PP0N_ | 110 | 6
after global routing | PC[3] | PR$_DFFE_PP0N_ | 20 | 6
after CTS | PC[3] | PR$_DFFE_PP0N_ | 90 | 6
sequential cells by signal (all words and copies together), names as in the netlist:
| name | cells |
|---|---|
| PCprev | 10 |
| PR | 1 |
| count | 1 |
stage by stage:
| stage | setup WS [ps] | cells |
|---|---|---|
| after floorplan | 425.0 | 52 |
| after global placement | -111.5 | 119 |
| after detailed placement | -143.6 | 119 |
| after CTS | 93.62 | 123 |
| after global routing | 15.33 | 123 |
| final | 114.6 | 123 |
Power and IR drop assume default switching activity.
