==> flow/design.v <==
module PathHistory (
    input 	logic clock,
    input 	logic reset,
    input 	logic Prediction,                   
    output 	logic [11:0] PHresult);
    logic state = 0;
    logic [11:0] PH;
    assign PHresult=PH;
    always_ff @(posedge clock or posedge reset)begin
  	if (reset) begin PH <= 12'd0; state<=0; end
    else begin
        case(state)
        0:  state<=state+1;
		1:  begin PH <= {Prediction,PH[11:1]}; state<=state+1; end
    endcase 
    end
    end
endmodule
==> flow/run.sh <==
#!/bin/bash
# OpenROAD 26Q1-2900-gdf79404cd8, Yosys 0.63+post, stock flow scripts
make -C /OpenROAD-flow-scripts/flow DESIGN_CONFIG=/design/flow/config.mk WORK_HOME=/design/flow/orfs finish
==> flow/config.mk <==
export PLATFORM = sky130hd
export DESIGN_NAME = PathHistory
export DESIGN_NICKNAME = PathHistory
export VERILOG_FILES = /design/flow/design.v
export SDC_FILE = /design/flow/constraint.sdc
export NUM_CORES = 4
export LEC_CHECK = 1
export CORE_AREA = 10 10 73 73
export DIE_AREA = 0 0 83 83
==> flow/constraint.sdc <==
current_design PathHistory

set clk_period 2.1
set clk_io_pct 0.2

create_clock -name clk0 -period $clk_period [get_ports {clock}]

set non_clock_inputs [all_inputs -no_clocks]
set_input_delay [expr $clk_period * $clk_io_pct] -clock clk0 $non_clock_inputs
set_output_delay [expr $clk_period * $clk_io_pct] -clock clk0 [all_outputs]
==> impl_metrics.tcl <==
# yosys + openroad results
set metrics [dict create \
    fp-row-count 22 \
    drt_pass1_iterations 2 \
    ctsResizeCount 0 \
    worstSetupStartpointType "flop" \
    hp-class "primary input to asynchronous set/reset pin" \
    p_int_uw 431 \
    drc_errors 0 \
    p_sw_uw 98.6 \
    path_class "flop to output pin" \
    drt_iter0_markers 15 \
    ctsHoldBuffers 0 \
    crit_cells 1 \
    setup_tns_ns 0 \
    cts_setup_buffers 0 \
    yosys_area_um2 513 \
    htree_levels 1 \
    dr.max_layer_used "met4" \
    globalplace.congestion 0.650 \
    cp_slowest_stage_delay_ns 0.48 \
    grt_pass1_vias 295 \
    fmax_mhz 661 \
    clk_pin_slew_ns 0.05 \
    switching_share 0.186 \
    worstPathRequired_ns 1.68 \
    synth_cell_types 5 \
    clock.latency.late_pin_ns 0.23 \
    cts_sinks 13 \
    grt_pass1_wl_mm 1.57 \
    cp_top_family "buffers and inverters" \
    routed-wl-met2_um 397 \
    fill_cells 427 \
    antennaDiodeCount 0 \
    antenna_found_initial 0 \
    grt_max_degree 14 \
    cts_tree "done" \
    via_per_inst 2.94 \
    fp_util 0.137 \
    rsz0062_at_grt "false" \
    peakVddDrop_mv 0.386 \
    clkPwrFrac 0.402 \
    timing.hold.ws_ns 0.504 \
    layout_top_cells "clkdlybuf4s50_1 (14), dfrtp_1 (13), mux2_4 (9)" \
    crit_arrival_ns 1.09 \
    die_y_um 83 \
    dpl.hpwl_um 750 \
    dr_wl_met3_um 76 \
    wl_um 977 \
    max_cap_viol_count 0 \
    antenna_left 0 \
    p_leak_uw 0.000309 \
    finalCritPeriodShare 0.721 \
    drv_slew 0 \
    reg2reg_depth 1 \
    die-area_um2 6890 \
    setup-violations-final 0 \
    ys_ff 13 \
    wl_per_cell_um 10.5 \
    worst_pin_slew_ns 0.660 \
    ys_warn_count 1 \
    hold_viol 0 \
    finClkSkew_ns 0.00387 \
    syn_area_per_cell_um2 18.3 \
    port_buffers 14 \
    m1WireLength_um 488 \
    comb_power_share 0.085 \
    slew_headroom 0.560 \
    status "completed" \
    cts_root_buf "clkbuf_8" \
    warnings 25 \
    grt_usage 0.0276 \
    path_max_fanout 3 \
    grt_overflow 0 \
    crit_buf_inv 1 \
    num_vias 273 \
    syn_area_um2 513 \
    end_kind "output pin" \
    period_needed_ns 1.51 \
    area_growth_pct 45.6 \
    numCtsBuffers 3 \
    critPathSlowestCell "clkdlybuf4s50_1" \
    lay_top_count "clkdlybuf4s50_1" \
    die_w_um 83 \
    core_um2 3740 \
    ys_seq_share 0.634 \
    cp_cell_sequence "clkdlybuf4s50_1" \
    io-pin-count 15 \
    synthCells 28 \
    pwr-share-seq 0.513 \
    cts_buffer_depth 2 \
    p_per_area_nw_per_um2 709 \
    final_layout_size_suffix_gt1_frac 0.333 \
    ys_cells 28 \
]
power groups by stage:
stage	combinational [µW]	sequential [µW]	clock [µW]
4_1_cts	47.2	272	222
5_1_grt	49.8	273	235
6_report	44.8	272	213
cells in the mapped netlist:
| cell | count | area, µm² |
|---|---|---|
| buf_6 | 1 | 11.3 |
| dfrtp_1 | 13 | 325 |
| inv_1 | 2 | 7.51 |
| mux2_2 | 3 | 33.8 |
| mux2_4 | 9 | 135 |
kinds of logic after synthesis:
| kind of cell | after synthesis | synth area share |
|---|---|---|
| buf+inv | 3 | 0.0366 |
| flops | 13 | 0.634 |
| mux | 12 | 0.329 |
per-stage QoR:
stage	util	total power (µW)	setup slack (ns)	instances	cell area, µm²
after detailed placement	0.188	323	0.806	89	702
final	0.200	530	0.587	93	747
after global placement	0.188	323	0.818	89	702
after CTS	0.200	541	0.563	93	747
after global routing	0.200	558	0.526	93	747
after floorplan	-	290	1.12	28	513
worst paths after layout:
| check | to | from | slack (ns) |
|---|---|---|---|
| hold / removal | PH[11]$_DFFE_PP0P_ | reset | 0.50 |
| hold reg to reg | PH[0]$_DFFE_PP0P_ | PH[0]$_DFFE_PP0P_ | 0.51 |
| setup reg to reg | PH[7]$_DFFE_PP0P_ | state$_DFF_PP0_ | 0.82 |
| min in group clk0 | PH[0]$_DFFE_PP0P_ | PH[0]$_DFFE_PP0P_ | 0.51 |
| max in group asynchronous | PH[5]$_DFFE_PP0P_ | reset | 1.26 |
| setup / recovery | PHresult[2] | PH[2]$_DFFE_PP0P_ | 0.59 |
cell type report:
type / instances / area, µm² / area share
repair buffers: 14 / 140 / 0.188
flip-flops and latches: 13 / 325 / 0.436
well taps: 48 / 60.1 / 0.0804
clock buffers: 4 / 45.0 / 0.0603
multi-input cells: 12 / 169 / 0.226
inverters: 2 / 7.51 / 0.0101
metal layers:
| metal | up-vias | GRT usage |
|---|---|---|
| met2 | 10 | 0.0370 |
| li1 | 128 | - |
| met5 | - | 0 |
| met3 | 2 | 0.0177 |
| met1 | 133 | 0.0366 |
| met4 | 0 | 0.00462 |
registers in the layout, indices dropped and copies added, names as in the netlist:
name and count:
PH 12, state 1
Power and IR drop assume default switching activity.
